## flow/run.sh

```bash
#!/bin/bash
# OpenROAD 26Q1-2900-gdf79404cd8, Yosys 0.63+post, stock flow scripts
make -C /OpenROAD-flow-scripts/flow DESIGN_CONFIG=/design/flow/config.mk WORK_HOME=/design/flow/orfs finish
```

## flow/config.mk

```make
export PLATFORM = sky130hd
export DESIGN_NAME = pb170proj
export DESIGN_NICKNAME = pb170proj
export VERILOG_FILES = /design/flow/design.v
export SDC_FILE = /design/flow/constraint.sdc
export NUM_CORES = 4
export LEC_CHECK = 1
export CORE_UTILIZATION = 50
```

## flow/constraint.sdc

```tcl
current_design pb170proj

set clk_period 4.4
set clk_io_pct 0.2

create_clock -name clk0 -period $clk_period [get_ports {CLK}]

set non_clock_inputs [all_inputs -no_clocks]
set_input_delay [expr $clk_period * $clk_io_pct] -clock clk0 $non_clock_inputs
set_output_delay [expr $clk_period * $clk_io_pct] -clock clk0 [all_outputs]
```

## flow/design.v

```verilog
module clk_div (
	CLK, RST, CLK_DIV, cntr
	);
	input CLK;
	input RST;
	output CLK_DIV;
	output [31:0] cntr;
	reg [31:0] cntr;
	reg CLK_DIV;
	parameter divider = 32'd6_000_000;
	always@(posedge CLK)
	begin
		if (!RST || !cntr) cntr <= divider;
		else cntr <= cntr - 1;
	end
	always@(posedge CLK)
	begin
		if (cntr == 1) CLK_DIV = 1;
		else CLK_DIV = 0;
	end
endmodule
module pb170proj (
		CLK, KEY, SW, LEDG, LEDR, HEX4, HEX5, HEX6, HEX7
	);
	clk_div divider1 (
		.cntr(cntr), .CLK(CLK), .RST(RST), .CLK_DIV(clk_div)
	);
	defparam divider1.divider = 2_000_000;
	input CLK;
	input [1:0] KEY;
	input [15:0] SW;
	output [4:0] LEDG;
	output [15:0] LEDR;
	output [6:0] HEX4;
	output [6:0] HEX5;
	output [6:0] HEX6;
	output [6:0] HEX7;
	wire clk_div;
	wire RST;
	reg [31:0] cntr;
	reg [15:0] LEDS;
	reg [4:0] LEDZ;
	reg [19:0] rnd;
	reg [6:0] HX4;
	reg [6:0] HX6;
	reg [6:0] HX5;
	reg [6:0] HX7;
	assign HEX4 = HX4;
	assign HEX6 = HX6;
	assign HEX5 = HX5;
	assign HEX7 = HX7;
	reg [15:0] ledscfg;
	reg [2:0] mode;
	reg [15:0] cntdwn;
	reg [15:0] cnt_m1;
	reg [15:0] cnt_m2;
	reg [15:0] cnt_m4a;
	reg [15:0] cnt_m4b;
	reg [3:0] rounds_ok;
	reg [3:0] rounds;
	reg [3:0] max_rounds;
	reg old_key1;
	assign LEDR = LEDS;
	assign LEDG = LEDZ;
	assign RST = KEY[0];
	task showhex;
	input pos;
	input [3:0] num;
	reg [6:0] hex;
	begin
		case (num)
		0: hex = 7'b1000000;
		1: hex = 7'b1111001;
		2: hex = 7'b0100100;
		3: hex = 7'b0110000;
		4: hex = 7'b0011001;
		5: hex = 7'b0010010;
		6: hex = 7'b0000010;
		7: hex = 7'b1111000;
		8: hex = 7'b0000000;
		9: hex = 7'b0010000;
		default: hex = 7'b1111111;
		endcase
		if (pos == 0)
			HX6 <= hex;
		else
			HX4 <= hex;
	end
	endtask
	initial
	begin
		HX7 <= 7'b1111111;
		HX5 <= 7'b1111111;
		max_rounds = 4'd8;
		cnt_m1 = 16'd5;
		cnt_m2 = 16'd500;
		cnt_m4a = 16'd96;
		cnt_m4b = 16'd48;
	end
	always @(posedge CLK)
	begin
		if (KEY[0] == 0)
		begin
			mode = 0;
			rounds = 0;
			rounds_ok = 0;
			old_key1 = 0;
		end
		if (KEY[1] == 0 && old_key1 == 1)
		begin
			case (mode)
			0:
			begin
				rnd = cntr[19:0];
				mode = 1;
			end
			2:
			begin
				mode = 3;
			end
			endcase
		end
		old_key1 = KEY[1];
		if (clk_div)
		begin
			case (mode)
			0:
			begin
				cntdwn = cnt_m1;
			end
			1:
			begin
				case (cntdwn)
				0:
				begin
					LEDS <= 0;
					cntdwn = cnt_m2;
					mode = 2;
				end
				cnt_m1:
				begin
					ledscfg = (16'b1 << rnd[3:0]) | (16'b1 << rnd[7:4]) | (16'b1 << rnd[11:8]) | (16'b1 << rnd[15:12]) | (16'b1 << rnd[19:16]);
					LEDS <= ledscfg;
					cntdwn = cntdwn - 16'b1;
				end
				default:
				begin
					cntdwn = cntdwn - 16'b1;
				end
				endcase
			end
			2:
			begin
				if (cntdwn == 0)
				begin
					mode = 3;
				end
				else
				begin
					cntdwn = cntdwn - 16'b1;
				end
			end
			3:
			begin
				cntdwn = cnt_m4a;
				if (SW[15:0] == ledscfg)
				begin
					rounds_ok = rounds_ok + 4'b1;
					cntdwn = cnt_m4b;
				end
				rounds = rounds + 4'b1;
				showhex(0, rounds_ok);
				showhex(1, rounds);
				mode = 4;
			end
			4:
			begin
				LEDS <= cntdwn[2] ? ledscfg : 16'b0;
				if (cntdwn == 0)
				begin
					if (rounds == max_rounds)
					begin
						LEDS <= 16'b1;
						mode = 5;
					end
					else
					begin
						mode = 0;
					end
				end
				cntdwn = cntdwn - 16'b1;
			end
			5:
			begin
				LEDS <= (LEDS[14:0] << 1) | LEDS[15];
			end
			endcase
			LEDZ <= (5'b1 << mode);
		end
	end
endmodule
```

==> flow_summary.ini <==
; implementation run metrics
[outcome]
status = finished, final reports clean

[logic_synthesis]
netlist_instances = 924
yosys_warnings = 2
ys.flop_type = dfxtp_1
yosys.stat.seqShare = 0.4107
synthArstFlopShare = 0
edf_count = 67
netlist_area_mm2 = 0.008310
syn_area_per_cell_um2 = 8.994
yosys.area.top_type = edfxtp_1
yosys_area_mm2 = 0.008310
yosys_cells = 924
top_cell_area_share = 0.2421
yosysMostFrequentCell = nand2_1
ys_ff = 137
area_leaders = edfxtp_1, dfxtp_1, nand2_1
synth_cell_type_count = 87
common_cells = nand2_1, nor2_1, dfxtp_1

[detailed_routing]
wl_per_cell_um = 19.26
drc = 0
ant_nets = 0
vias_per_cell = 6.060
antenna_cells_inserted = 0
wl_um = 22610
num_vias = 7115
drt_iter0_markers = 568
drtPass1Iterations = 5

[placed_design]
placed_area_mm2 = 0.008880
pre_cts_ws_ns = 0.5166
hpwl_um = 16650
io_buffers = 53
gp_congestion = 0.9421

[cts]
numCtsBuffers = 17
clk_pin_slew_ns = 0.06
postCtsSetupBuffers = 0
htreeDepth = 4
clkLatencyLatePin_ns = 0.41
clockBufferDepth = 2
ctsResizeCount = 0
cts_root_buf = clkbuf_16
hold_buffers = 0
cts_tree = built
clock_sinks = 137

[global_route]
first_global_vias = 6654
grt_use_total = 0.2826
grt_max_degree = 32
grt_overflow = 0
grt_pass1_wl_um = 35630
antenna_found_initial = 0

[timing]
fmax_ghz = 0.2818
final-hold-violation-count = 0
drv_slew = 0
whs_ns = 0.4681
finalCriticalPeriod_ns = 3.548
relSlewSlack = 0.4666
fin_skew_ns = 0.008601
setup_slack_ns = 0.8517
rsz0062_at_grt = false
setup_viol_count_final = 0
max_slew.worst_pin.slew_ns = 0.8001
setup_tns_ns = 0
period_used_share = 0.8064

[floorplanning]
io_pins = 68
die_w_um = 130.9
die_h_um = 130.9
chip_area_mm2 = 0.01714
initial_core_util = 0.5175
coreArea_mm2 = 0.01606
row_count = 46

[critical_path]
crit_type = in -> reg
crit_required_ns = 4.56
rr_worst_depth = 10
start_kind = input port
crit_fanout = 9
worst_setup_path_end_kind = flip-flop
cp_data_arrival_time_ns = 3.71

[power_and_ir_drop]
vdd_drop_max_mv = 0.4587
p_per_area_mw_per_mm2 = 365.2
p_leak_nw = 3.417

[flow_run]
maxCapViolCount = 0
tool_warnings = 34

[worst_hold_path]
hp-class = reg -> reg
min_delay_path_depth = 2

[finish]
area_growth_pct = 13.91
final_util = 0.5895
final_area_mm2 = 0.009467
drive_above_1_share = 0.08455
-- per-layer routing --
| layer | global-route usage | vias to the layer above | wire (um) |
|---|---|---|---|
| met5 | 0 | - | 0 |
| met4 | 0.06964 | 0 | 658 |
| met3 | 0.06841 | 48 | 1532 |
| met2 | 0.4345 | 316 | 10480 |
| met1 | 0.4169 | 3351 | 9936 |
| li1 | - | 3400 | - |
-- path summary, 6_finish.rpt --
check             start  endpoint  slack (ns)
max reg2reg  ledscfg[0]    HX6[4]        1.34
max               SW[8]    HX6[4]        0.85
min reg2reg     mode[3]   mode[3]        0.47
min             mode[3]   mode[3]        0.47
-- layout by cell type, fill, tap and decap left out, types with 7 or more instances in the layout --
| cell type | count |
|---|---|
| dfxtp_1 | 70 |
| buf_4 | 9 |
| nor3_1 | 32 |
| conb_1 | 14 |
| or2_2 | 7 |
| mux2i_1 | 9 |
| and3_1 | 13 |
| inv_1 | 30 |
| nand2b_1 | 40 |
| o32ai_1 | 7 |
| nor4_1 | 16 |
| nand3_1 | 20 |
| a31oi_1 | 13 |
| clkbuf_16 | 17 |
| a21oi_1 | 23 |
| nor2_1 | 83 |
| ha_1 | 15 |
| a221o_1 | 15 |
| nand3b_1 | 9 |
| nand2_1 | 113 |
| xor2_1 | 30 |
| clkdlybuf4s50_1 | 53 |
| o21ai_0 | 33 |
| nor2b_1 | 13 |
| o32a_1 | 8 |
| xnor2_1 | 33 |
| edfxtp_1 | 67 |
| o22ai_1 | 28 |
-- through the flow --
step,cells,power [W]
floorplan,937,0.001880
CTS,1174,0.003471
detailed placement,1142,0.002046
global placement,1142,0.002054
global route,1174,0.003589
finish,1174,0.003457
-- state kept, by name, indices dropped and copies added (netlist names), named ones only --
| register | count |
|---|---|
| LEDS | 16 |
| rnd | 20 |
| HX6 | 7 |
| rounds | 4 |
| divider1.cntr | 32 |
| old_key1 | 1 |
| HX4 | 7 |
| mode | 5 |
| cntdwn | 16 |
| divider1.CLK_DIV | 1 |
| LEDZ | 5 |
| rounds_ok | 4 |
| ledscfg | 16 |
-- logic make-up (layout without fill, tap and decap cells) --
kind of cell,Yosys count,count (layout),share of synthesized area
other cells,1,14,0.0004512
fa+ha+maj,15,15,0.02258
mux,16,16,0.02078
xor+xnor,63,63,0.06640
compound gates,199,199,0.1804
buf+inv,104,125,0.05586
simple gates,389,389,0.2429
flops,137,137,0.4107
-- worst max-delay path, stage by stage --
cell	delay, ns
clkdlybuf4s50_1	0.45
xor2_1	0.18
nor4_1	0.42
and4_2	0.45
xnor2_1	0.24
ha_1	0.29
nand2_1	0.10
a21oi_1	0.16
a211oi_1	0.07
a31o_2	0.22
mux2_4	0.24
-- cell type report --
type	count	area [um2]
timing repair buffer	62	598.1
fill	1269	6591
tap	216	270.3
inverter	31	116.4
multi-input combinational	696	4482
clock buffer	20	436.7
sequential	137	3413
clock inverter	12	150.1
-- report_power, final --
part           internal (W)  leakage [nW]  switching [W]  total (W)
combinational      0.000218          1.94       0.000310   0.000527
sequential          0.00140          1.19       0.000112    0.00151
clock              0.000889         0.279       0.000531    0.00142
Power and IR drop assume default switching activity.
